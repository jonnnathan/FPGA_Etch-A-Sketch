File: /design/flow/run.sh
#!/bin/bash
# OpenROAD 26Q1-2900-gdf79404cd8, Yosys 0.63+post, stock flow scripts
make -C /OpenROAD-flow-scripts/flow DESIGN_CONFIG=/design/flow/config.mk WORK_HOME=/design/flow/orfs finish
File: /design/flow/config.mk
export PLATFORM = sky130hd
export DESIGN_NAME = debounce_chu
export DESIGN_NICKNAME = debounce_chu
export VERILOG_FILES = /design/flow/design.v
export SDC_FILE = /design/flow/constraint.sdc
export NUM_CORES = 4
export LEC_CHECK = 1
export CORE_AREA = 10 10 109 109
export DIE_AREA = 0 0 119 119
File: /design/flow/constraint.sdc
current_design debounce_chu

set clk_period 7.7
set clk_io_pct 0.2

create_clock -name clk0 -period $clk_period [get_ports {clk}]

set non_clock_inputs [all_inputs -no_clocks]
set_input_delay [expr $clk_period * $clk_io_pct] -clock clk0 $non_clock_inputs
set_output_delay [expr $clk_period * $clk_io_pct] -clock clk0 [all_outputs]
File: /design/flow/design.v
`timescale 1ns / 1ps
module debounce_chu(
	input clk,
	input reset,
	input sw,
	output reg db_level, db_tick
	);
	parameter [1:0] 
				zero  = 2'b00,
				wait0 = 2'b01,
				one   = 2'b10,
				wait1 = 2'b11;
	parameter N = 21;
	reg [N-1:0] q_reg, q_next;
	reg [1:0] state_reg, state_next;
	always @(posedge clk or posedge reset)
		if(reset)
			begin
				state_reg <= zero;
				q_reg <= 0;
			end
		else
			begin
				state_reg <= state_next;
				q_reg <= q_next;
			end
	always @*
	begin
		state_next = state_reg;
		q_next = q_reg;
		db_tick = 1'b0;
		case(state_reg)
			zero : 
				begin
					db_level = 1'b0;
					if(sw)
						begin
							state_next = wait1;
							q_next = {N{1'b1}};	 
						end
				end
			wait1 :
				begin
					db_level = 1'b0;
					if(sw)
						begin
							q_next = q_reg - 1;
							if(q_next == 0)
								begin
									state_next = one;
									db_tick = 1'b1;
								end
						end
					else	 
						state_next = zero;
				end
			one :
				begin
					db_level = 1'b1;
					if(~sw)
						begin
							state_next = wait0;
							q_next = {N{1'b1}};		 
						end
				end		
			wait0 :
				begin
					db_level = 1'b1;
					if(~sw)
						begin
							q_next = q_reg - 1;
							if(q_next == 0)
								state_next = zero;
						end
					else 	 
						state_next = one;
				end
			default : state_next = zero;
		endcase
	end
endmodule
==> flow_summary.yaml <==
# synthesis and place-and-route metrics
yosys:
  synth-async-reset-ratio_pct: 100
  aoi_share_pct: 21.4
  synth.most_common_cell: "dfrtp_1"
  numSynthFlops: 25
  ys.flop_type: "dfrtp_1"
  edf_count: 0
  top_area_share_pct: 38.2
  synth.area.top_cells: "dfrtp_1, o21ai_0, nor2_1, a21oi_1, nor3_1"
  ys_warn_count: 1
  synth.logic.top_family: "simple AND/OR/NAND/NOR gates"
  yosys_area_um2: 1570
  synth.distinct_cells: 44
  synth_cells: 181
  simple_gate_area_share_pct: 29.6
  xor_share_pct: 3.34
  netlist_top_cells_count: "dfrtp_1, nor2_1, o21ai_0"
  ys_sh_adder_pct: 1.59
  synth-cells-yosys: 181
  muxShareOfSynthArea_pct: 0
  ys_seq_share_pct: 39.9
  avgSynthCellArea_um2: 8.68
  largest_area_cell: "dfrtp_1"
  netlist_area_um2: 1570
global_routing:
  grt_max_degree: 26
  grtUsageTotal_pct: 4.53
  overflow: 0
  grt_pass1_wl_um: 5640
  grt_pass1_vias: 1174
  antenna_found_initial: 0
cells_and_area:
  largest_register_ff_count: 21
  area_growth_pct: 13.8
  final-instance-count-excl-fill: 314
  drive_gt1_share_pct: 8.29
worst_setup_path:
  worstPathArrival_ns: 3.27
  slowest_delay_ns: 0.59
  path_buffers: 2
  cpLargestDelayFamily: "simple AND/OR/NAND/NOR gates"
  critPathRequiredTime_ns: 6.16
  start_kind: "flip-flop"
  path_cells: "inv_1 -> ha_1 -> nor3b_1 -> nand4_1 -> nor2_1 -> xor2_1 -> nor4b_1 -> clkdlybuf4s50_1"
  crit_fanout: 9
  crit_type: "flip-flop to output port"
  cp-end-kind: "output port"
  critPathSlowestCell: "nor3b_1"
sta:
  slew_headroom_pct: 46.7
  finalSetupTns_ns: 0
  worst_pin_slew_ns: 0.796
  holdWs_ns: 0.519
  setup_violations: 0
  skew_ns: 0.00672
  rsz0062_at_grt: "false"
  post-route-min-period_ns: 4.81
  timing.fmax_mhz: 208
  hold_viol_final: 0
  slew_violations: 0
  fin_crit_sh_pct: 62.5
clocking:
  hold_buffers: 0
  clk_pin_slew_ns: 0.09
  clock_latency_ns: 0.27
  cts.sinks: 25
  clockBufferDepth: 2
  root_buffer: "clkbuf_8"
  htreeDepth: 1
  cts_tree: "built"
  numCtsBuffers: 3
  post-cts-setup-buffers: 0
  post_cts_resized: 0
detailed_routing:
  ant_nets: 0
  drc: 0
  wire_per_inst_um: 10.6
  diodes: 0
  viasPerCell: 4.18
  routed_wl_um: 3340
  drt_iter0_drc: 83
  vias: 1312
  firstDrtPassIters: 4
outcome:
  status: "finished clean"
placement:
  place.gp.congestion: 0.807
  dp.cells: 310
  dpl.hpwl_um: 2300
  io_buffers: 4
die:
  row_count: 36
  die_area_um2: 14200
  coreArea_um2: 9640
  die_w_um: 119
  fp_util_pct: 16.3
  die_y_um: 119
  io_pins: 5
flow_run:
  openroad.warnings: 26
  cap_violations: 0
pwr:
  ir_drop_v: 0.0000788
  total_power_mw: 0.249
  leakage_nw: 0.547
  cellPowerDensity_nw_per_um2: 139
worst_hold_path:
  holdCritPathClass: "flip-flop to flip-flop"
[placed cells by master (no fill, tap or decap), types with 3 or more instances in the layout]
master and count:
or2_2 3, dfrtp_1 24, o21ai_0 19, nor3_1 9
or3_1 4, a21oi_1 17, clkbuf_8 3, nor2_1 23
inv_1 6, nand2_1 12, nand4_1 4, nor4_1 4
clkdlybuf4s50_1 4, xor2_1 4
[worst paths after layout]
path,cells past startpoint,startpoint,to,slack (ns)
min in group asynchronous,3,reset,q_reg[5]$_DFFE_PP0P_,1.62
max in group asynchronous,3,reset,state_reg[0]$_DFF_PP1_,5.78
setup / recovery,8,q_reg[0]$_DFFE_PP0P_,db_tick,2.89
hold reg to reg,1,q_reg[17]$_DFFE_PP0P_,q_reg[17]$_DFFE_PP0P_,0.52
hold / removal,1,q_reg[17]$_DFFE_PP0P_,q_reg[17]$_DFFE_PP0P_,0.52
setup reg to reg,7,q_reg[0]$_DFFE_PP0P_,state_reg[0]$_DFF_PP1_,5.06
[metrics by stage]
step / setup WS (ns) / utilization [%] / cell area [µm²]
CTS: 2.89 / 18.5 / 1790
floorplan: 4.14 / - / 1570
finish: 2.89 / 18.5 / 1790
global placement: 3.11 / 18.1 / 1740
detailed placement: 3.04 / 18.1 / 1740
global route: 2.58 / 18.5 / 1790
[worst register-to-register path, cell delays in order, from the launching register on]
cell,delay [ns]
dfrtp_1,0.49
inv_1,0.10
ha_1,0.28
nor3b_1,0.59
nand4_1,0.34
nor2_1,0.25
xor2_1,0.15
o32ai_1,0.34
[cells by family after synthesis]
group,Yosys count
compound gates,54
xor+xnor,6
fa+ha+maj,2
buf+inv,15
flops,25
simple gates,79
[power by group]
group | internal (mW) | switching [mW] | total (mW)
clock | 0.0369 | 0.0392 | 0.0761
sequential | 0.137 | 0.00881 | 0.145
combinational | 0.00974 | 0.0178 | 0.0276
total | 0.183 | 0.0658 | 0.249
[layer usage]
metal	vias to the layer above	GRT usage, %	part of all wire [%]
li1	670	-	-
met1	628	6.46	53
met4	0	0.763	2.1
met2	12	7.30	44
met3	2	0.576	1.5
met5	-	0	0
[layout make-up]
class	count	area [µm²]
tap	133	166
fill	1089	7850
sequential	25	627
inverter	6	22.5
clock buffer	4	45.0
timing repair buffer	5	47.5
multi-input combinational	141	880
Power figures rest on the tool's default switching activity, not on a simulated workload.
